==> /design/flow/design.v <==
`timescale 1ns/1ps
module DP4_pipe_stage4(
    mode, clk, reset,
    sign_DP4_reg,
    exp_DP4_3_reg, LOD_reg,
    mantissa_DP4_reg, 
    DP4
);
input mode, clk, reset;
input sign_DP4_reg;
input [7:0] exp_DP4_3_reg, LOD_reg;
input [51:0] mantissa_DP4_reg;
output reg [31:0] DP4;
reg [7:0] exp_DP4_4;
reg [51:0] mantissa_DP4_1;
wire [7:0] LOD, exp_DP4_5;
wire [15:0] DP4_16;
wire [22:0] mantissa_DP4_4;
wire [23:0] mantissa_DP4_2;
wire [24:0] mantissa_DP4_round, mantissa_DP4_3;
wire [31:0] DP4_32;
wire [51:0] mantissa_DP4;
wire [4:0] exp_DP4_16;
wire [9:0] mantissa_DP4_16_3;
wire [10:0] mantissa_DP4_16_1;
wire [11:0] mantissa_DP4_round_16, mantissa_DP4_16_2;
always @(*) begin
    if(LOD_reg < 5) begin
        mantissa_DP4_1 <= mantissa_DP4_reg >> (5 - LOD_reg);
        exp_DP4_4 <= exp_DP4_3_reg + (5 - LOD_reg);
    end
    else begin
        mantissa_DP4_1 <= mantissa_DP4_reg << (LOD_reg - 5);
        exp_DP4_4 <= exp_DP4_3_reg - (LOD_reg - 5);
    end
end
assign mantissa_DP4_2 = mantissa_DP4_1[46:23];               
assign Guard_DP4 = mantissa_DP4_1[22];
assign Round_DP4 = mantissa_DP4_1[21];
assign Sticky_DP4 = |mantissa_DP4_1[20:0];
assign carry_DP4 = ( Guard_DP4 & (Round_DP4 | mantissa_DP4_1[23] | Sticky_DP4) );
assign mantissa_DP4_round = {1'b0, mantissa_DP4_2} + {24'b0, carry_DP4};           
assign mantissa_DP4_3 = (mantissa_DP4_reg[51] | mantissa_DP4_reg[50] | mantissa_DP4_reg[49] | mantissa_DP4_reg[48] | mantissa_DP4_reg[47]) ? mantissa_DP4_round : {1'b0, mantissa_DP4_2};
assign mantissa_DP4_4 = (mantissa_DP4_3[24]) ? (mantissa_DP4_3[23:1]) : mantissa_DP4_3[22:0];
assign exp_DP4_5 = exp_DP4_4 + {7'b0, mantissa_DP4_3[24]};
assign DP4_32 = {sign_DP4_reg, exp_DP4_5, mantissa_DP4_4};
assign mantissa_DP4_16_1 = mantissa_DP4_1[46:36];     
assign Guard_DP4_16 = mantissa_DP4_1[35];
assign Round_DP4_16 = mantissa_DP4_1[34];
assign Sticky_DP4_16 = |mantissa_DP4_1[33:25];           
assign carry_DP4_16 = Guard_DP4_16 & (Round_DP4_16 | mantissa_DP4_1[36] | Sticky_DP4_16);
assign mantissa_DP4_round_16 = {1'b0, mantissa_DP4_16_1} + {11'b0, carry_DP4};           
assign mantissa_DP4_16_2 = (mantissa_DP4_reg[51] | mantissa_DP4_reg[50] | mantissa_DP4_reg[49] | mantissa_DP4_reg[48] | mantissa_DP4_reg[47]) ? mantissa_DP4_round_16 : {1'b0, mantissa_DP4_16_1};
assign mantissa_DP4_16_3 = (mantissa_DP4_16_2[11]) ? (mantissa_DP4_16_2[10:1]) : mantissa_DP4_16_2[9:0];
assign exp_DP4_16 = exp_DP4_4[4:0] + {4'b0, mantissa_DP4_16_2[11]};
assign DP4_16 = {sign_DP4_reg, exp_DP4_16, mantissa_DP4_16_3};
assign gclk = clk & mode;
always @(posedge gclk or posedge reset) begin
    if(reset)
        DP4[31:16] <= 0;
    else
        DP4[31:16] <= DP4_32[31:16];
end
always @(posedge clk or posedge reset) begin
    if(reset)
        DP4[15:0] <= 0;
    else
        DP4[15:0] <= (mode) ? DP4_32[15:0] : DP4_16;
end
endmodule
==> /design/flow/constraint.sdc <==
current_design DP4_pipe_stage4

set clk_period 1.0
set clk_io_pct 0.2

create_clock -name clk0 -period $clk_period [get_ports {clk}]

set non_clock_inputs [all_inputs -no_clocks]
set_input_delay [expr $clk_period * $clk_io_pct] -clock clk0 $non_clock_inputs
set_output_delay [expr $clk_period * $clk_io_pct] -clock clk0 [all_outputs]
==> /design/flow/config.mk <==
export PLATFORM = sky130hd
export DESIGN_NAME = DP4_pipe_stage4
export DESIGN_NICKNAME = DP4_pipe_stage4
export VERILOG_FILES = /design/flow/design.v
export SDC_FILE = /design/flow/constraint.sdc
export NUM_CORES = 4
export LEC_CHECK = 1
export CORE_UTILIZATION = 40
==> /design/flow/run.sh <==
#!/bin/bash
# OpenROAD 26Q1-2900-gdf79404cd8, Yosys 0.63+post, stock flow scripts
make -C /OpenROAD-flow-scripts/flow DESIGN_CONFIG=/design/flow/config.mk WORK_HOME=/design/flow/orfs finish
==> tab_implementation.tex <==
% Synthesis and place-and-route results
\begin{tabular}{lr}
\hline
Metric & Value \\
\hline
\multicolumn{2}{l}{\textbf{Status}} \\
Outcome & finished, violations left \\
Violations in the final reports & hold timing, setup timing \\
\multicolumn{2}{l}{\textbf{Setup path}} \\
Critical-path cell list & buf\_12 > clkinv\_8 > ha\_4 > a21o\_4 > xnor2\_4 > buf\_12 > buf\_8 > buf\_16 > mux2i\_4 > o22a\_2 > buf\_4 > o31a\_1 > a31oi\_4 > nand3\_2 > nor3\_4 > and4\_4 > ha\_4 > and3\_4 > nand3\_2 > nand3b\_1 > xnor2\_1 > xnor2\_1 \\
Maximum cell stage delay along the critical path & 0.30 ns \\
CP max FO & 4 \\
Critical path class & in -> reg \\
Source of the critical timing path & LOD\_reg[1] \\
Kind of launch point of the worst setup path & primary input \\
Signal arrival time at the worst endpoint & about 4.1 ns \\
Largest delay share family, worst path & simple AND/OR/NAND/NOR gates \\
Required @ worst endpoint & 1.57 ns \\
Worst Setup End Kind & register \\
Cell with the biggest individual delay on the critical path & o31a\_1 \\
Worst Path Buf+Inv & 6 \\
\multicolumn{2}{l}{\textbf{Detailed routing}} \\
Antenna diode count & 0 \\
Total number of vias & 11.3k \\
Initial DRC Count & 816 \\
Total wire length & between 40000 and 50000 um \\
Post-DR vias/cell & between 6 and 7 \\
Count of nets left with antenna violations after detail routing & 0 \\
Post-detailed-route wirelength per cell & $\sim$22 um \\
DRC violations left & 0 \\
First-pass iteration count of the detailed router & 5 \\
\multicolumn{2}{l}{\textbf{Synth}} \\
Yosys stat cell total & 1039 \\
Seq cells post-synth & 32 \\
Most instantiated cells after synthesis & mux2i\_1, nand2\_1, a21oi\_1 \\
Fraction of the yosys area taken by sequential cells & 0.0956 \\
Simple-Gate Area Share & 0.228 \\
XOR Share, Synth & 0.0520 \\
Gate count after technology mapping & 1039 \\
Complex Gates by Area & 0.233 \\
Cell Area, Synth & 0.00837 mm\^{}2 \\
Area figure in the yosys stat output & 0.00837 mm\^{}2 \\
Post-synth ARST share & 1.00 \\
Distinct cell type count after synthesis & 100 \\
Warnings from Yosys & 10 \\
Mux area share & 0.291 \\
Synthesized area per cell & slightly above 8 um\^{}2 \\
Cell accounting for the most synthesized area & mux2i\_1 \\
Top area cells in the synthesized netlist & mux2i\_1, mux4\_2, dfrtp\_1 \\
Main combinational cell family by area after synthesis & multiplexers \\
Yosys adder share & 0.0308 \\
Synth Flop Type & dfrtp\_1 \\
Count leader, synth & mux2i\_1 \\
Max-area cell share & 0.145 \\
EDFF count, synth & 0 \\
\multicolumn{2}{l}{\textbf{Final timing}} \\
Final-report hold violation count & 32 \\
Worst rel slew slack & 0.626 \\
Max frequency & 0.283 GHz \\
Unrepaired setup endpoints after global routing & yes \\
Count of final setup violators & 63 \\
Final Cycle Share & 3.54 \\
Final tally of max-slew violations & 0 \\
Final-layout setup total negative slack & -79.19 ns \\
Setup WS post-layout & -2.54 ns \\
Worst-Margin Slew & 0.556 ns \\
Worst hold slack & -0.123 ns \\
Crit path time final & 3.54 ns \\
\multicolumn{2}{l}{\textbf{Floorplanning}} \\
Placeable core region & just over 0.02 mm\^{}2 \\
Number of placement rows & 52 \\
Total die size & between 0.02 and 0.025 mm\^{}2 \\
Initial Util & 0.411 \\
Die Span Y & 147 um \\
Die width & 147 um \\
\# IOs & 104 \\
\multicolumn{2}{l}{\textbf{Finish}} \\
Register containing the most flip-flops in the final layout & DP4 \\
Seq. cell area & approximately 800 um\^{}2 \\
Combinational cell area excluding buffers and inverters & 0.00835 mm\^{}2 \\
Final cell utilization of the core & 0.751 \\
Layout Area Growth over Synthesis & 82.7\% \\
Largest registers & DP4 (32) \\
Share of post-route cells with drive strength above 1 & 0.541 \\
Number of filler cells placed in the layout & around 1.4k \\
Number of flip-flops in the largest register & 32 \\
Final cell area excluding filler cells & 0.0153 mm\^{}2 \\
\multicolumn{2}{l}{\textbf{Placed design}} \\
Post-Place Cell Area & 0.0127 mm\^{}2 \\
Count of input and output buffers & slightly above 100 \\
RePlAce Congestion & roughly 1.0 \\
Post-detailed-placement half-perimeter wirelength & 32200 um \\
\multicolumn{2}{l}{\textbf{Power and ir drop}} \\
Cell Pwr Density & 870 mW/mm\^{}2 \\
Static leakage & 6.73 nW \\
Max VDD drop & around 540 uV \\
\multicolumn{2}{l}{\textbf{GRT}} \\
Antenna violations before repair & 0 \\
Overall routing resource usage & 0.386 \\
Total gr overflow & 0 \\
First-pass GRT wire length & 62100 um \\
Largest net degree at the start of global routing & 33 \\
Number of global-route vias before repair & between 10k and 15k \\
\multicolumn{2}{l}{\textbf{Job}} \\
Count of max-cap constraint violations & 0 \\
Number of warnings in the stage logs & 33 \\
\multicolumn{2}{l}{\textbf{Clocking}} \\
CTS tree & built \\
Clock slew seen by the registers of the worst setup and hold paths & 0.05 ns \\
\multicolumn{2}{l}{\textbf{Worst hold path}} \\
Min-delay worst type & in -> async \\
\hline
\end{tabular}
[cell type report]
type,count,share of cell area
repair buffers,637,0.353
well taps,270,0.0221
clock buffers,13,0.0198
multi-input cells,904,0.546
flip-flops and latches,32,0.0523
inverters,20,0.00654
[kinds of logic after synthesis]
logic type | after synthesis
AND-OR/OR-AND | 274
multiplexers | 193
XOR/XNOR | 48
buffers and inverters | 103
flip-flops | 32
AND/OR/NAND/NOR | 369
adder cells (fa/ha/maj) | 20
[routing by layer]
layer / track usage / up-vias / share of wire / routed length [um]
met5: 0 / - / 0 / 0
met3: 0.0815 / 142 / 0.082 / 3440
met1: 0.512 / 5388 / 0.41 / 17100
met2: 0.601 / 561 / 0.45 / 18700
li1: - / 5184 / - / -
met4: 0.192 / 0 / 0.063 / 2650
[layout by cell type, fill, tap and decap left out, types with 16 or more instances in the layout]
master,netlist,layout
nor3_1,43,32
xnor2_1,31,25
mux4_2,37,37
buf_12,2,16
nor2_1,60,53
mux2i_1,121,98
mux2_2,34,27
buf_4,10,454
clkdlybuf4s50_1,0,54
a21oi_1,65,50
nand3_1,43,29
nand2_1,102,96
dfrtp_1,32,32
buf_6,9,56
buf_2,34,33
o21ai_0,33,25
[where the power goes]
part	switching [W]	total [W]	internal [W]
Combinational	0.00483	0.00973	0.00490
Sequential	0.0000443	0.00122	0.00118
Clock	0.000580	0.00237	0.00179
Total	0.00546	0.0133	0.00786
[what timing repair did]
item,4_1_cts,5_1_grt
gates resized,304,142
buffers inserted,71,53
endpoints found under the hold margin,32,33
pin swaps,100,74
setup endpoints to repair,63,63
cloned,2,2
[per-stage QoR]
stage | total power [W] | instances | hold WS, ns | setup WS, ns
global placement | 0.00920 | 1749 | 0.353 | -3.75
detailed placement | 0.00919 | 1749 | 0.353 | -3.74
finish | 0.0133 | 1876 | -0.123 | -2.54
CTS | 0.0124 | 1830 | -0.113 | -2.48
global route | 0.0139 | 1876 | -0.112 | -2.67
floorplan | 0.00531 | 1039 | -0.149 | -3.79
[path summary, 6_finish.rpt]
kind / depth (start not counted) / endpoint
min in group clk0: 4 / DP4[30]
min in group gated: 2 / clock gate
max in group asynchronous: 3 / DP4[14]
max in group gated: 2 / clock gate
min: 3 / DP4[19]
max: 22 / DP4[30]
Power figures rest on the tool's default switching activity, not on a simulated workload.
